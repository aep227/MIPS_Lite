===== flow/design.v =====
`timescale 1ps/1ps
module Register_Mem(
    input clk,
    input rst,
    input [2:0] ALU_op,
    input [2:0] rs_in,
    input [2:0] rt_in,
    input [2:0] rd_in,
    input [7:0] from_reg_src,
    input reg_write,
    output [7:0] rs_out,
    output [7:0] rt_out,
    output [7:0] save_out
    );
  reg [7:0] registers [7:0];  
    always@(posedge clk or posedge rst) begin
        if(rst) begin
            integer i;
            for(i = 0; i < 8; i = i + 1) registers[i] <= 8'd0;
        end
        else begin
            if(reg_write) begin
                if(ALU_op != 111)  
                    registers[rd_in] <= from_reg_src;
                else  
                    registers[rs_in] <= from_reg_src;
            end
        end
    end
    assign rs_out = registers[rs_in];
    assign rt_out = registers[rt_in];
    assign save_out = registers[rs_in];
endmodule

===== flow/run.sh =====
#!/bin/bash
# OpenROAD 26Q1-2900-gdf79404cd8, Yosys 0.63+post, stock flow scripts
make -C /OpenROAD-flow-scripts/flow DESIGN_CONFIG=/design/flow/config.mk WORK_HOME=/design/flow/orfs finish

===== flow/config.mk =====
export PLATFORM = sky130hd
export DESIGN_NAME = Register_Mem
export DESIGN_NICKNAME = Register_Mem
export VERILOG_FILES = /design/flow/design.v
export SDC_FILE = /design/flow/constraint.sdc
export NUM_CORES = 4
export LEC_CHECK = 1
export CORE_UTILIZATION = 30

===== flow/constraint.sdc =====
current_design Register_Mem

set clk_period 2.8
set clk_io_pct 0.2

create_clock -name clk0 -period $clk_period [get_ports {clk}]

set non_clock_inputs [all_inputs -no_clocks]
set_input_delay [expr $clk_period * $clk_io_pct] -clock clk0 $non_clock_inputs
set_output_delay [expr $clk_period * $clk_io_pct] -clock clk0 [all_outputs]

==> reports/qor.txt <==
outcome - complete, no violations
top cells, area - dfrtp_1, mux2_2, a221oi_1
Largest delay share family, worst path - buffers and inverters
Synth area leader - dfrtp_1
Seq share, synth - 42.2%
H-Tree Depth - 3
Synthesis Warnings - 2
Biggest register - registers
hold-fix buffers at CTS - 0
FMAX - 366 MHz
synthesized area - 0.00380 mm²
post-synth cell types - 38
Worst setup SP type - primary input
crit-path max FO - 7
biggest regs - registers (64)
area of the die - 0.0131 mm²
Top-area cell share - 42.2%
post-route setup slack - 71.3 ps
CP required - 2240 ps
crit-path cells - dlygate4sd2_1 > buf_6 > nor2b_4 > a22o_1 > a221oi_1 > nor2_1 > clkdlybuf4s50_1
CP Buf/Inv Count - 3
HPWL Detailed - 6.91 mm
Die Width - 115 µm
Antenna Diode Count - 0
r2r startpoint - registers[4][6]
Latency at later pin - 320 ps
Least-Margin Pin Slew - 641 ps
Pleak - 2.07 nW
Max-slew headroom - 57.2%
CP endpoint kind - output port
Area Growth Syn to Fin - 28.0%
worst min-delay path startpoint - registers[7][2]
Setup Crit Path Kind - in -> out
RSZ-0062 raised after global routing - true
endpoints failing setup - 0
share of cells above drive strength 1 - 34.1%
final wirelength - 10.2 mm
CP Launch Point - rs_in[2]
global-route wire length before repair - 16.5 mm
Slew Limit Fails - 0
IO buf count - 43
# DRC - 0
core box area - 0.0122 mm²
Detail Route Antenna Nets - 0
slowest stage cell, crit path - clkdlybuf4s50_1
largest net degree at the start of global routing - 38
Pre-Place Util - 31.2%
clk sinks - 64
CTS max path bufs - 2
Yosys reg bits - 64
Clock Pin Slew Worst Setup and Hold Paths - 50 ps
wire length per cell - 17.6 µm
Hold Vio Cnt, Final - 0
class of the worst hold path - reg -> reg
max incr delay on CP - 500 ps
fin crit share - 97.5%
setup_tns - 0 ps
Power Density - 625 mW/mm²
tally of OpenROAD warnings - 29
dominant logic cell types in the final layout - dfrtp_1, mux2_2, clkdlybuf4s50_1, buf_4, nor2_1
Top cell excl fill/tap - dfrtp_1
Yosys Instances - 350
Max VDD drop - 274 µV
cell count after synthesis - 350
Total GRT Usage - 17.0%
vias - 2,978
Place WS - -312 ps
Dominant flop cell - dfrtp_1
CTS Root Cell - clkbuf_16
max FFs per register - 64
CTS buffer count - 9
Max Cap Viol - 0
DR pass1 iterations - 4
Overflow after GRT - 0
Final Skew - 0 ps
vias in the first global route - 2,940
Post-synth EDFFs - 0
row count - 40
vias per inst - 5.12
min cycle time layout - 2730 ps
CTS tree - yes
Data arrival, critical path - 2170 ps
I/O pin cnt - 47
asr flop ratio synth - 100%
yosys stat chip area - 0.00380 mm²
synthesized area per cell - 10.9 µm²
routability cong. - 0.895
Die Ht - 115 µm
Starting DRT DRC Count - 176
initial antenna violation count - 0
-- cell usage after synthesis, drive strengths merged, types with 2 or more instances --
library cell,instances
dfrtp,64
mux2,61
buf,30
nor2,28
a221oi,17
nand2,17
o21ai,16
nor2b,15
a22o,14
inv,14
a21oi,11
mux2i,11
nand2b,10
a22oi,5
nand3,5
o22ai,5
clkbuf,4
nand4b,3
a32oi,2
nand3b,2
nor3,2
nor3b,2
o32ai,2
or3,2
-- per-layer routing --
layer / GRT usage [%] / part of all wire (%) / vias to the layer above
met5: 0 / 0 / -
met3: 2.54 / 3.7 / 15
met1: 26.1 / 48 / 1497
met2: 26.6 / 46 / 60
met4: 2.34 / 1.6 / 0
li1: - / - / 1406
-- report_power, final --
group / internal [W] / switching [W] / total [W]
Sequential: 0.00113 / 0.000152 / 0.00128
Combinational: 0.000468 / 0.000297 / 0.000765
Clock: 0.000630 / 0.000363 / 0.000992
-- metrics by stage --
stage / util [%] / area, µm² / hold slack (ps) / std cells / total power (W)
final: 40.0 / 4860 / 527 / 582 / 0.00304
after global routing: 40.0 / 4860 / 537 / 582 / 0.00321
after CTS: 39.9 / 4850 / 528 / 582 / 0.00305
after detailed placement: 37.1 / 4520 / 517 / 566 / 0.00203
after global placement: 37.1 / 4520 / 504 / 566 / 0.00202
after floorplan: - / 3800 / 491 / 350 / 0.00174
-- timing repair --
item | CTS | global route
endpoints found under the setup margin | 24 | 23
cloned | 2 | 0
setup buffers | 1 | 0
pin swaps | 3 | 1
gates resized | 20 | 11
-- final timing paths --
path | endpoint | slack [ps] | depth (start not counted)
max | rs_out[3] | 70 | 7
min | registers[7][2] | 530 | 1
max in group asynchronous | registers[5][4] | 1530 | 3
min reg2reg | registers[7][2] | 530 | 1
min in group asynchronous | registers[7][1] | 650 | 2
max reg2reg | registers[4][6] | 2010 | 1
-- cells by family (layout without fill, tap and decap cells) --
family / after synthesis / count (layout) / share of synthesized area [%]
simple gates: 89 / 89 / 14.1
mux: 73 / 73 / 21.6
buf+inv: 48 / 112 / 7.71
compound gates: 76 / 76 / 14.4
flops: 64 / 64 / 42.2
-- layout make-up --
type,instances,area (µm²)
fill,1128,7300
multi-input combinational,238,1940
sequential,64,1600
timing repair buffer,85,796
clock buffer,12,256
tap,168,210
inverter,14,52.6
clock inverter,1,5.00
No activity file was given, so power comes from the tool's default toggle rates.
