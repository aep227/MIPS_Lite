[./run.sh]
#!/bin/bash
# OpenROAD 26Q1-2900-gdf79404cd8, Yosys 0.63+post, stock flow scripts
make -C /OpenROAD-flow-scripts/flow DESIGN_CONFIG=/design/flow/config.mk WORK_HOME=/design/flow/orfs finish
[./constraint.sdc]
current_design Data_Mem

set clk_period 3.7
set clk_io_pct 0.2

create_clock -name clk0 -period $clk_period [get_ports {clk}]

set non_clock_inputs [all_inputs -no_clocks]
set_input_delay [expr $clk_period * $clk_io_pct] -clock clk0 $non_clock_inputs
set_output_delay [expr $clk_period * $clk_io_pct] -clock clk0 [all_outputs]
[./design.v]
`timescale 1ps/1ps
module Data_Mem(
    input clk,
    input rst,
    input [7:0] data_in,
    input [7:0] addr,
    input mem_write,
    output [7:0] data_out
    );
    reg [7:0] data_address [0:63];  
    always@(posedge clk or posedge rst) begin
        if(rst) begin
            integer i;
            for(i = 0; i < 64; i = i + 1) data_address[i] <= 8'd0;
        end
        else begin
            if(mem_write)
                data_address[addr] <= data_in;
        end
    end
    assign data_out = data_address[addr];
endmodule
[./config.mk]
export PLATFORM = sky130hd
export DESIGN_NAME = Data_Mem
export DESIGN_NICKNAME = Data_Mem
export VERILOG_FILES = /design/flow/design.v
export SDC_FILE = /design/flow/constraint.sdc
export NUM_CORES = 4
export LEC_CHECK = 1
export CORE_UTILIZATION = 30
==> run notes <==
run metrics: Std-Cell Rows roughly 100, largest net degree at the start of global routing 108, Worst setup SP type input pin, Synth top area share a little under three fifths, DIE HEIGHT 280 µm, PD cells 472 nW/µm², Slowest cell on crit path nor4_4, Longest Clk Path Bufs 3, most used cell along the critical path buf_6, number of top-level pins 27, initial antenna violation count 1, area grow syn2layout 26.1%, Synth Warn # 2, final critical-path share of the clock period 99.8%, Total Power around 0.014 W, Synth area leader dfrtp_1, Pre-antenna DRT Iters 5, TritonCTS clock tree done, required time worst endpoint 2960 ps, register share after synthesis 55.1%, max reg flops 512, core area 76300 µm², peak fanout along the critical path 6, input/output buffers 24, MaxCap Viol Count 0, Log Warnings 34, post-DR vias/cell 5.38, clock net sink count 512, share of cells above drive strength 1 ~53%, most common logic cell in the routed design mux2_2, worst vdd ir between 300 and 400 µV, post-DR wirelength/cell 24.4 µm, number of synthesized flops with an enable pin 0, Slew Viols, Final 0, routability cong. 1.03, #FFs+latches synth 512, Top cells by area dfrtp_1, mux2_2, a22oi_1, Fmax roughly 270 MHz, Dominant Register Cell dfrtp_1, run status completed, H-tree depth 2, Root Driver clkbuf_16, worst-skew pair later-pin latency 590 ps, GRT Total Usage 19.8%, placed cells 2882, ANT cells 0, CTS Buf Count 55, cell chain of the critical path buf_6 -> buf_8 -> buf_6 -> and4bb_2 -> buf_12 -> buf_12 -> buf_8 -> buf_6 -> nand3_2 -> o21ai_2 -> nand4b_1 -> buf_6 -> nor4_4 -> nand3_2 -> buf_2, DRT iter0 DRCs 1054, Critical Path Sink Type primary output, Leakage Power 13.6 nW, Floorplan Utilization 30.4%, Final Hold Violation Tally 0, ANT nets after route 0, clk_skew 0 ps, Die Width 280 µm, Avg Inst Size Synth between 10 and 15 µm², hpwl dp 51300 µm, Worst Hold Class input pin to flip-flop, Design Area, Final a little under 30000 µm², Slew HR 40.8%, vias in the first global route 16900, CP arrival 2950 ps, Slowest Stage Delay on Critical Path 450 ps, first-pass GRT wire length 112000 µm, fraction of registers with async set/reset about 100%, Setup Viol. Count Final 0, Placed Area ~26000 µm², fin cells about 3000, most frequent logic cells in the routed design mux2_2, dfrtp_1, buf_4, Chip Area, Yosys 23200 µm², Setup Crit Path Kind input pin to primary output, Cell variety after synth ~56, chip area 78600 µm², Hold Buf Count CTS 0, Largest regs data_address (512), yosys cell count between 1500 and 2000, CTS clk-pin slew, worst paths 60 ps, drt total wl 73900 µm, routed vias 16300, minimum clock period 3690 ps, worst slew pin tran 889 ps, synthesized area 23200 µm², Biggest register data_address, Syn Inst Count 1729, total grt overflow 0, unrepaired setup endpoints after global routing true, drc violations 0
final timing paths:
path                                startpoint                  end  slack [ps]  cells past startpoint
setup reg to reg           data_address[26][5]  data_address[26][5]        2850                      1
min in group asynchronous                  rst  data_address[37][6]         600                      2
hold reg to reg            data_address[20][0]  data_address[20][0]         490                      1
max in group asynchronous                  rst  data_address[27][3]        2050                      4
hold / removal                      data_in[4]  data_address[43][4]         410                      2
setup / recovery                       addr[2]          data_out[0]           7                     15
cell type report:
cell class | count | area [µm²]
clock buffer | 83 | 1660
clock inverter | 14 | 126
fill | 6982 | 47000
inverter | 2 | 11.3
multi-input combinational | 1084 | 10600
sequential | 512 | 12800
tap | 1030 | 1290
timing repair buffer | 306 | 2830
critical path: cells and delay by family:
kind | cells | cell delay [ps]
AOI/OAI and AO/OA | 1 | 60
buffers and inverters | 9 | 1080
and+or+nand+nor | 5 | 1070
timing repair:
action	CTS	global route
pin swaps	72	28
resized	209	36
cloned	4	0
buffers inserted	45	17
endpoints found under the setup margin	8	8
metrics by stage:
stage	util (%)	hold slack [ps]	setup TNS [ps]	setup WS, ps
6_report	38.4	409	0	7.37
5_1_grt	38.4	394	-50.6	-41.9
4_1_cts	38.1	377	-176	-122
3_5_place_dp	34.3	481	-7020	-1170
3_3_place_gp	34.3	474	-6930	-1210
2_1_floorplan	-	464	-2044070	-3990
routing by layer:
layer	vias up	GRT usage, %	wire length [µm]
met5	-	0	13
met4	2	5.31	2460
met2	485	29.2	33200
met3	131	5.62	5580
met1	8680	29.1	32600
li1	7016	-	-
cells by family (layout without fill, tap and decap cells):
group / after synthesis / after routing / share of synthesized area [%]
buffers and inverters: 133 / 405 / 2.56
and+or+nand+nor: 272 / 272 / 7.11
DFF: 512 / 512 / 55.1
AOI/OAI and AO/OA: 257 / 257 / 8.41
muxes: 555 / 555 / 26.8
synth_stat cells, drive strengths merged (16+ instances only):
cell and number:
nand4 35, and3 16, mux2 525, nand3 28, nor2 44, and2 18
o21ai 20, nand2 75, a22oi 100, mux2i 29, dfrtp 512, clkbuf 74
buf 57, a32oi 73
report_power, final:
part           leakage (nW)  internal, W  switching [W]
Sequential             6.81      0.00633       0.000421
Combinational          5.86     0.000848       0.000754
Clock                 0.889      0.00322        0.00225
No activity file was given, so power comes from the tool's default toggle rates.
