==> ./constraint.sdc <==
current_design ALU

set clk_period 20.0
set clk_io_pct 0.2

create_clock -name clk0 -period $clk_period

set non_clock_inputs [all_inputs -no_clocks]
set_input_delay [expr $clk_period * $clk_io_pct] -clock clk0 $non_clock_inputs
set_output_delay [expr $clk_period * $clk_io_pct] -clock clk0 [all_outputs]
==> ./config.mk <==
export PLATFORM = sky130hd
export DESIGN_NAME = ALU
export DESIGN_NICKNAME = ALU
export VERILOG_FILES = /design/flow/design.v
export SDC_FILE = /design/flow/constraint.sdc
export NUM_CORES = 4
export LEC_CHECK = 1
export CORE_UTILIZATION = 30
==> ./design.v <==
`timescale 1ps/1ps
module ALU(
    input [7:0] A,
    input [7:0] B,
    input [2:0] op_code,
    output reg [7:0] result);
    always@(*) begin
        case(op_code)
            3'b000: result <= A + B;
            3'b001: result <= A - B;
            3'b010: result <= A * B;
            3'b011: result <= A / B;
            3'b100: result <= A & B;
            3'b101: result <= A | B;
            3'b110: result <= A ^ B;
            3'b111: result <= 8'd0;
            default: result <= 8'dx;
        endcase
    end
endmodule
==> ./run.sh <==
#!/bin/bash
# OpenROAD 26Q1-2900-gdf79404cd8, Yosys 0.63+post, stock flow scripts
make -C /OpenROAD-flow-scripts/flow DESIGN_CONFIG=/design/flow/config.mk WORK_HOME=/design/flow/orfs finish
==> results.toml <==
# synthesis and place-and-route metrics
[routing]
drtIter0Drc = 280
route.detailed.drc = 0
wl_mm = 10.1
wl_per_cell_um = 16.3
vias = 3354
first_pass_iters = 5
routed_via_density = 5.41
antenna_cells_inserted = 0
ant_nets = 0

[layout]
lay_top_cells = "ha_1, inv_1, nor2_1"
fill_cells = 1150
combGateArea_sq_um = 3300
postLayoutCoreUtil = 0.352
seq_area_sq_um = 0
layout-drive-gt1-share = 0.0860
design_area_sq_um = 4040
clock_buffers = 0
nFlopsAndLatches = 0
layout_top_cell = "ha_1"
area_delta_synth_final_pct = 13.4
final_cells = 620

[place]
post-dp-hpwl_mm = 8.15
port_buffers = 27
place_congestion = 0.907
dp_cells = 616
placed_area_sq_um = 3980

[final_timing]
worstMarginPinSlew_ns = 0.764
fmax_ghz = 0.0520
slew_viol_final = 0
slew_headroom = 0.489
totalNegativeSetupSlack_ns = 0
final-hold-violation-count = 0
fin_crit_sh = 0.961
layout_min_cycle_time_ns = 19.23
finalSetupViolCount = 0

[floorplanning]
io_pins = 27
die_x_um = 111
dieArea_sq_um = 12300
fp.dieH_um = 111
fp_util = 0.310
core_area_sq_um = 11500
fp-row-count = 39

[setup_path]
max_stage_delay_ns = 0.60
critPathLaunchType = "primary input"
path_class = "in -> out"
crit_top_cell = "ha_1"
setup.worst_path.start = "B[3]"
critPathRequiredTime_ns = 16.00
arrival_ns = 15.23
critPathSlowestCell = "clkdlybuf4s50_1"
crit_fanout = 8
end_kind = "output port"

[logic_synthesis]
yosys_area_sq_um = 3560
ys_types = 66
avgSynthCellArea_sq_um = 7.82
ys_seq_frac = 0
synthCells = 455
synth_area_sq_um = 3560
ys_cells = 455
yosysWarnings = 1

[global_route]
overflow = 0
grt_pass1_vias = 3252
grt_max_degree = 27
grt_pass1_wl_mm = 16.8
antenna_found_initial = 0
grtUsageTotal = 0.171

[hold_path]
min_path_type = "in -> out"
hold_depth = 6
hold_start = "B[7]"
whs_endpoint = "result[1]"

[run]
warnings = 45
drv_cap = 0

[power_and_ir_drop]
vdd_drop_max_v = 0.0000180
p_leak_uw = 0.00188
power_uw = 153
power.density_nw_per_um2 = 38.0

[outcome]
outcome = "finished clean"

[cts]
ctsHoldBuffers = 0
worst max-delay path, delay by kind of cell:
family,cells,cell delay (ns)
adders and majority gates,7,2.02
AOI/OAI and AO/OA,21,4.88
and+or+nand+nor,14,2.60
buffers and inverters,5,1.39
muxes,1,0.32
worst max-delay path by stage:
stage,depth (start not counted),to,slack (ns)
4_1_cts,44,result[0],0.25
5_1_grt,48,result[0],-0.01
6_report,48,result[0],0.77
per-stage QoR:
stage               worst slack, ns  hold slack (ns)
floorplan                      2.50             8.14
global placement              0.522             9.19
detailed placement            0.280             9.19
CTS                           0.250             9.19
global route                -0.0125             9.22
finish                        0.772             9.17
where the power goes:
part	internal [uW]	switching (uW)	total [uW]	leakage, uW
clock network	0	0	0	0
logic	72.6	80.8	153	0.00188
registers	0	0	0	0
total	72.6	80.8	153	0.00188
logic make-up after synthesis:
kind of cell,Yosys count,share of synthesized area
AND-OR/OR-AND,117,0.242
XOR/XNOR,33,0.0890
adder cells (fa/ha/maj),92,0.351
buffers and inverters,67,0.0798
multiplexers,18,0.0605
AND/OR/NAND/NOR,128,0.178
synthesized netlist by cell type, types with 3 or more instances:
cell type  instances  area (sq um)
a21oi_1           20           100
mux2i_1            8          80.1
nand2b_1           3          18.8
clkbuf_1          11          41.3
o21a_1            12          90.1
a211oi_1           4          30.0
o22ai_1            4          25.0
o31ai_1            6          45.0
a31oi_1            5          31.3
a21boi_0           4          30.0
mux2_2             7          78.8
a22oi_1            5          37.5
o21ai_0           16          80.1
nor3_1            21           105
nor2b_1            7          43.8
fa_1              13           260
nand2_1           23          86.3
nand3_1            4          20.0
inv_1             49           184
ha_1              79           988
a21o_1            10          75.1
nor2_1            43           161
or3_1              7          43.8
xnor2_1           22           193
and2_1             3          18.8
o211ai_1           3          22.5
xor2_1             9          78.8
buf_6              4          45.0
layer usage:
layer | track usage | vias to the layer above | share of wire
li1 | - | 1685 | -
met1 | 0.244 | 1539 | 0.46
met2 | 0.283 | 110 | 0.45
met3 | 0.00948 | 20 | 0.048
met4 | 0.0444 | 0 | 0.036
met5 | 0 | - | 0
cell type report:
type               instances  share of cell area
repair buffers            40              0.0918
well taps                143              0.0443
multi-input cells        388               0.818
inverters                 49              0.0456
what timing repair did:
item                       CTS  global route
setup endpoints to repair    0             1
gates resized                0             9
hold endpoints to repair     0             0
setup buffers                0             4
No activity file was given, so power comes from the tool's default toggle rates.
